==> design/flow/design.v <==
module ForwardMUX (input [31:0] input1,   
            input [31:0] input2,     
            input [31:0] input3,   
            input [1:0] condition,  
            output reg [31:0] muxoutput);  
    always @(*) begin
        if (condition == 0) 
            muxoutput = input1;
        else if (condition == 1)
            muxoutput = input2;
        else 
            muxoutput = input3;
    end
endmodule
==> design/flow/run.sh <==
#!/bin/bash
# OpenROAD 26Q1-2900-gdf79404cd8, Yosys 0.63+post, stock flow scripts
make -C /OpenROAD-flow-scripts/flow DESIGN_CONFIG=/design/flow/config.mk WORK_HOME=/design/flow/orfs finish
==> design/flow/config.mk <==
export PLATFORM = sky130hd
export DESIGN_NAME = ForwardMUX
export DESIGN_NICKNAME = ForwardMUX
export VERILOG_FILES = /design/flow/design.v
export SDC_FILE = /design/flow/constraint.sdc
export NUM_CORES = 4
export LEC_CHECK = 1
export CORE_AREA = 10 10 88 88
export DIE_AREA = 0 0 98 98
==> design/flow/constraint.sdc <==
current_design ForwardMUX

set clk_period 4.3
set clk_io_pct 0.2

create_clock -name clk0 -period $clk_period

set non_clock_inputs [all_inputs -no_clocks]
set_input_delay [expr $clk_period * $clk_io_pct] -clock clk0 $non_clock_inputs
set_output_delay [expr $clk_period * $clk_io_pct] -clock clk0 [all_outputs]
==> reports/qor.yml <==
finish:
  drive_above_1_share_pct: 3.48
  register_area_sq_um: 0
  fin_cells: 305
  syn2layout_area_growth_pct: 183
  flops: 0
  clkbuf_count: 0
  final_cell_area_sq_um: 2020
pwr:
  leakagePower_nw: 0.831
  vdd_drop_max_v: 0.0000305
  power_frac_clock_pct: 0
  total_power_mw: 0.192
  power_frac_seq_pct: 0
  switchingPower_mw: 0.0486
  intPower_mw: 0.143
  power_density_nw_per_um2: 94.9
  swShare_pct: 25.3
  combPwrFrac_pct: 100.0
worst_setup_path:
  max_stage_delay_ns: 0.50
  cp_cell_sequence: "buf_2, buf_4, mux2i_1, o21ai_1, clkdlybuf4s50_1"
  critPathKind: "primary input to output pin"
  path_buffers: 3
  critPathLaunch: "condition[0]"
  required_ns: 3.44
  end_kind: "output pin"
  startpoint_type: "primary input"
  critPathMaxFanout: 18
  cp_top_family: "buffers and inverters"
  critPathArrivalTime_ns: 2.40
  slowest_stage: "clkdlybuf4s50_1"
final_timing:
  hold_viol: 0
  maxSlewViolCount: 0
  tns_ns: 0
  period_needed_ns: 3.26
  setup_viol: 0
  holdWs_ns: 2.35
  rsz0062_at_grt: "false"
  fmax_mhz: 307
  tightest_slew_ns: 0.520
  fin_crit_sh_pct: 75.8
  slew_headroom_pct: 65.3
detailed_routing:
  wl_per_cell_microns: 13.8
  via_count: 1198
  drc: 0
  drt-initial-drc-count: 29
  n_antenna_cell: 0
  viasPerCell: 3.93
  ant_nets: 0
  finalWirelength_microns: 4200
  firstDrtPassIters: 4
synth:
  yosys-stat-area_sq_um: 714
  largest_area_cell: "mux2i_1"
  yosysWarnings: 1
  ys_types: 8
  ys_cells: 107
  syn_inst: 107
  syn_avg_cell_area_sq_um: 6.68
  netlist.area_leader.share_pct: 44.8
  topCellsByArea: "mux2i_1, o21ai_1, nand2_1"
  synth_seq_share_pct: 0
  syn_area_sq_um: 714
grt:
  antenna_found_initial: 0
  grt_pass1_vias: 1244
  grt_usage_pct: 8.02
  grt_pass1_wl_microns: 6480
  grt_max_degree: 40
  grt_overflow: 0
floorplanning:
  coreArea_sq_um: 5920
  die_w_microns: 98
  fp.dieH_microns: 98
  die-area_sq_um: 9600
  fp_util_pct: 12.1
  rows: 28
  ios: 130
place:
  post_dp_cell_area_sq_um: 2020
  hpwl_microns: 3700
  portBuffers: 130
  dp.cells: 305
  gp_congestion: 0.788
cts:
  postCtsSetupRepairBufs: 0
  post_cts_resized: 0
  cts_hold_buffers: 0
flow_run:
  maxCapViolCount: 0
  openroad.warnings: 32
run_status:
  status: "completed"
hold_path:
  hold_class: "primary input to output pin"
  hp-start: "condition[1]"
## per-stage QoR
step / util (%) / worst slack (ns)
floorplan: - / 2.08
global placement: 34.2 / 0.999
detailed placement: 34.2 / 0.996
CTS: 34.2 / 0.988
global route: 34.2 / 0.897
finish: 34.2 / 1.04
## cell families after synthesis
kind of cell / count (synthesis) / share of synthesized area [%]
mux: 32 / 44.8
simple gates: 32 / 16.8
compound gates: 32 / 23.5
buf+inv: 11 / 14.9
## synthesized netlist by cell type
| cell type | number |
|---|---|
| o21ai_0 | 2 |
| o21ai_1 | 28 |
| mux2i_1 | 32 |
| buf_6 | 1 |
| nand2_1 | 32 |
| buf_2 | 7 |
| o21ai_2 | 2 |
| buf_12 | 3 |
## placed cells by master, fill, tap and decap left out, drive strengths merged
master and instances:
clkdlybuf4s50 128, mux2i 32, buf 6, nand2 32, o21ai 32
## per-layer routing
metal / GRT usage [%] / share of wire [%] / up-vias / routed length (microns)
met2: 13.8 / 44 / 83 / 1850
met3: 3.41 / 12 / 0 / 493
met4: 0 / 0 / 0 / 0
li1: - / - / 626 / -
met5: 0 / 0 / - / 0
met1: 9.67 / 44 / 489 / 1860
## area by class of cell
class,instances,area (sq um)
Timing Repair Buffer,134,1320
Tap cell,75,93.8
Multi-Input combinational cell,96,608
Fill cell,617,3900
## final timing paths
check	endpoint	slack [ns]	cells past startpoint
max	muxoutput[17]	1.04	5
min	muxoutput[30]	2.35	4
## power groups by stage
stage | Clock [mW] | Sequential, mW | Combinational, mW
6_report | 0 | 0 | 0.192
4_1_cts | 0 | 0 | 0.196
5_1_grt | 0 | 0 | 0.210
Power is estimated from default activity; no workload was simulated.
