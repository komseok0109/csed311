<file path="flow/design.v">
  module ImmediateGenerator(input [31:0] part_of_inst,
                             output reg [31:0] imm_gen_out);
    always @(*) begin
        if (part_of_inst[6:0] == 7'b0010011)
            imm_gen_out = {{21{part_of_inst[31]}}, part_of_inst[30:20]};  
        else if (part_of_inst[6:0] == 7'b0100011)
            imm_gen_out = {{21{part_of_inst[31]}}, part_of_inst[30:25] , part_of_inst[11:7]};
        else if (part_of_inst[6:0] == 7'b1100011)
            imm_gen_out = {{20{part_of_inst[31] }}, part_of_inst[7] , part_of_inst[30:25], part_of_inst[11:8], 1'b0};
        else if (part_of_inst[6:0] == 7'b1101111) 
            imm_gen_out = {{12{part_of_inst[31]}}, part_of_inst[19:12], part_of_inst[20], part_of_inst[30:21], 1'b0};
        else 
            imm_gen_out = {{21{part_of_inst[31]}}, part_of_inst[30:20]}; 
    end
  endmodule
</file>
<file path="flow/run.sh">
#!/bin/bash
# OpenROAD 26Q1-2900-gdf79404cd8, Yosys 0.63+post, stock flow scripts
make -C /OpenROAD-flow-scripts/flow DESIGN_CONFIG=/design/flow/config.mk WORK_HOME=/design/flow/orfs finish
</file>
<file path="flow/config.mk">
export PLATFORM = sky130hd
export DESIGN_NAME = ImmediateGenerator
export DESIGN_NICKNAME = ImmediateGenerator
export VERILOG_FILES = /design/flow/design.v
export SDC_FILE = /design/flow/constraint.sdc
export NUM_CORES = 4
export LEC_CHECK = 1
export CORE_AREA = 10 10 70 70
export DIE_AREA = 0 0 80 80
</file>
<file path="flow/constraint.sdc">
current_design ImmediateGenerator

set clk_period 1.8
set clk_io_pct 0.2

create_clock -name clk0 -period $clk_period

set non_clock_inputs [all_inputs -no_clocks]
set_input_delay [expr $clk_period * $clk_io_pct] -clock clk0 $non_clock_inputs
set_output_delay [expr $clk_period * $clk_io_pct] -clock clk0 [all_outputs]
</file>
==> flow_summary.toml <==
# generated from flow reports
[power_and_ir_drop]
leakage_nw = 0.4588
ir_drop_mv = 0.05801
p_per_area_nw_per_um2 = 173.5
total_power_w = 0.0001578

[detailed_routing]
antenna_cells = 0
drt_iter0_drc = 1
wl_mm = 1.741
drc = 0
antenna_left = 0
dr.pass1.iters = 2
routed-via-count = 488
wl_per_cell_um = 12.44
avgViaCountPerCell = 3.486

[worst_setup_path]
cp-start-kind = "input pin"
criticalPathCategory = "in2out"
critPathArrivalTime_ns = 1.43
crit_path_max_fanout = 4
cp.required_ns = 1.44
endpoint_kind = "output pin"

[place]
portBuffers = 52
pre_cts_ws_ns = -0.5991
dp_hpwl_mm = 1.491
post-place-cells = 134
place_congestion = 0.7082

[die]
die-height_um = 80
chip_area_um2 = 6400
initial_core_util_pct = 11.79
row_count = 21
io_pins = 64
die_w_um = 80
core_um2 = 3416

[final_timing]
fin_ws_ns = 0.009250
timing.final.crit_share_pct = 99.49
slew_viol_final = 0
tns_ns = 0
slew_headroom_pct = 87.35
hold_viol_final = 0
fmax_mhz = 558.4
fin_crit_ns = 1.791
setup_viol = 0
rsz0062_at_grt = "true"
tightest_slew_ns = 0.1897
hold_slack_ns = 0.7200

[layout]
ff_count = 0
n_fill_cell = 384
ff_latch_area_um2 = 0
drive_gt1_share_pct = 40.43
fin_cells = 140
nClkBuffers = 0
area_delta_synth_final_pct = 125.8

[logic_synthesis]
synth_warnings = 1
ys_chip_area_um2 = 402.9
ys_cells = 49
synth.cell_area_um2 = 402.9
top_area_cell = "buf_4"
avgSynthCellArea_um2 = 8.222
postSynthSeqShare_pct = 0
ys_types = 19
syn_inst = 49
top_cells_by_area = "buf_4, a21o_1, mux2_4"
top_area_share_pct = 33.54

[clock_tree]
holdBufCountCts = 0

[global_route]
grt_pass1_vias = 552
grt_pass1_wl_mm = 2.649
grt_max_degree = 13
overflow = 0
track_usage_pct = 4.941
antenna_found_initial = 0

[flow_run]
warnings = 34
maxCapViolations = 0

[outcome]
outcome = "finished, final reports clean"

[min_path]
hold_class = "in2out"
-- synth_stat cells --
library cell / instances
nand2b_1: 1
and4b_1: 1
nor2_1: 1
nand4_1: 1
buf_6: 2
and3b_1: 2
a21o_1: 8
a21oi_2: 1
nand3b_1: 1
and3_1: 2
a2bb2o_1: 1
a21oi_1: 1
nand2_4: 1
mux2_4: 4
o21ai_1: 1
buf_4: 18
a311oi_1: 1
and2_4: 1
inv_1: 1
-- cell families after synthesis --
kind of cell / after synthesis / share of synthesized area, %
buffers and inverters: 21 / 40.06
AND/OR/NAND/NOR: 11 / 20.81
AND-OR/OR-AND: 13 / 24.22
multiplexers: 4 / 14.91
-- final timing paths --
kind                  cells past startpoint         endpoint        startpoint
worst max-delay path                      6   imm_gen_out[4]   part_of_inst[4]
worst min-delay path                      0  imm_gen_out[10]  part_of_inst[30]
-- layout make-up --
class,count,area [um2],area share (%)
inverter,1,3.754,0.4127
timing repair buffer,65,586.8,64.51
multi-input combinational,28,261.5,28.75
tap,46,57.56,6.327
-- power breakdown --
group          total, W  leakage [nW]  switching, W  internal (W)
registers             0             0             0             0
clock network         0             0             0             0
logic          0.000158         0.459     0.0000405      0.000117
-- stage by stage --
step	utilization (%)	area, um2
6_report	26.63	909.6
5_1_grt	26.63	909.6
4_1_cts	26.85	917.1
3_5_place_dp	25.64	875.8
3_3_place_gp	25.64	875.8
2_1_floorplan	-	402.9
-- layout by cell type, fill, tap and decap left out, drive strengths merged --
cell	instances
a21o	8
a21oi	2
a2bb2o	1
a311oi	1
and2	1
and3	2
and3b	2
and4b	1
buf	24
clkbuf	4
clkdlybuf4s15	5
clkdlybuf4s50	29
dlygate4sd2	3
inv	1
mux2	4
nand2	1
nand2b	1
nand3b	1
nand4	1
nor2	1
o21ai	1
-- critical path, stage by stage --
cell and delay, ns:
buf_6 0.09, and4b_2 0.37, nand2_4 0.08, buf_6 0.13, mux2_4 0.29, buf_6 0.11
-- metal layers --
| metal | GRT usage, % | part of all wire (%) | vias up |
|---|---|---|---|
| met2 | 8.748 | 47 | 32 |
| met5 | 0 | 0 | - |
| li1 | - | - | 246 |
| met1 | 5.010 | 33 | 210 |
| met3 | 3.068 | 20 | 0 |
| met4 | 0.3521 | 0 | 0 |
-- repair_timing --
item | 4_1_cts | 5_1_grt
buffers inserted | 7 | 0
endpoints found under the setup margin | 26 | 11
gates resized | 66 | 6
pin swaps | 15 | 3
Power and IR drop assume default switching activity.
