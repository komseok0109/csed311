`./run.sh`:
```
#!/bin/bash
# OpenROAD 26Q1-2900-gdf79404cd8, Yosys 0.63+post, stock flow scripts
make -C /OpenROAD-flow-scripts/flow DESIGN_CONFIG=/design/flow/config.mk WORK_HOME=/design/flow/orfs finish
```
`./config.mk`:
```
export PLATFORM = sky130hd
export DESIGN_NAME = ControlUnit
export DESIGN_NICKNAME = ControlUnit
export VERILOG_FILES = /design/flow/design.v
export SDC_FILE = /design/flow/constraint.sdc
export NUM_CORES = 4
export LEC_CHECK = 1
export CORE_AREA = 10 10 70 70
export DIE_AREA = 0 0 80 80
```
`./constraint.sdc`:
```
current_design ControlUnit

set clk_period 1.6
set clk_io_pct 0.2

create_clock -name clk0 -period $clk_period [get_ports {clk}]

set non_clock_inputs [all_inputs -no_clocks]
set_input_delay [expr $clk_period * $clk_io_pct] -clock clk0 $non_clock_inputs
set_output_delay [expr $clk_period * $clk_io_pct] -clock clk0 [all_outputs]
```
`./design.v`:
```
module  ControlUnit(input clk,
    input reset,
    input [6:0] part_of_inst,  
    input pc_update ,  
    output reg pc_write_not_cond,         
    output reg pc_write,        
    output reg IorD,         
    output reg mem_read,       
    output reg mem_to_reg,     
    output reg mem_write,      
    output reg alu_src_a,        
    output reg [1:0] alu_src_b,        
    output reg [6:0] alu_op,        
    output reg ir_write,   
    output reg reg_write,   
    output reg pc_src,      
    output reg is_ecall        
  );
  reg [31:0] state;  
always @(posedge clk) begin
    if(reset) begin
      state <= 3;
    end
    else if((pc_update) && (state != 3)) begin  
      state <= 3;
    end
    else if(state == 4) begin  
      if(part_of_inst == 7'b1101111 || part_of_inst == 7'b1110011)
        state <= 11;
      else
        state <= 6;
    end
    else if(state == 6) begin  
      if((part_of_inst == 7'b0000011) || (part_of_inst == 7'b0100011))
        state <= 10;
      else
        state <= 11;
    end
    else if(state == 10) begin  
      state <= 11;
    end
    else  
      state <= 4;
  end
  always @(*) begin
    if((state == 10) && (part_of_inst == 7'b0100011))
      pc_write = 1;
    else if(state == 11)
      pc_write = 1;
    else
      pc_write = 0;
  end
  always @(*) begin
    if((part_of_inst == 7'b1100011) && (state == 6))
      pc_write_not_cond = 1;
    else
      pc_write_not_cond = 0;
  end
  always @(*) begin
    if((part_of_inst == 7'b0000011) && (state == 10))   
      IorD = 1;
    else if((part_of_inst == 7'b0100011) && (state == 10))   
      IorD = 1;
    else
      IorD = 0;
  end
  always @(*) begin
    if((state == 3))  
      mem_read = 1;
    else if((part_of_inst == 7'b0000011) && (state == 10))  
      mem_read = 1;
    else
      mem_read = 0;
  end
  always @(*) begin
    if((part_of_inst == 7'b0000011) && (state == 11))
      mem_to_reg = 1;
    else
      mem_to_reg = 0;
  end
  always @(*) begin
    if((part_of_inst == 7'b0100011) && (state == 10))
      mem_write = 1;
    else
      mem_write = 0;
  end  
  always @(*) begin
    if(state == 6) begin
      if((part_of_inst != 7'b1101111) && (part_of_inst != 7'b1100111))
        alu_src_a = 1;
      else
        alu_src_a = 0;
    end
    else if(state == 11) begin
      if(part_of_inst == 7'b1100111)
        alu_src_a = 1;
      else
        alu_src_a = 0;
    end
    else
      alu_src_a = 0;
  end
  always @(*) begin
    if(state == 6) begin
      if((part_of_inst == 7'b0110011) || (part_of_inst == 7'b1100011))
        alu_src_b = 2'b00;
      else if (part_of_inst == 7'b1100111)
        alu_src_b = 2'b01;
      else
        alu_src_b = 2'b10;
    end
    else if((state == 11)) begin
      if((part_of_inst == 7'b1101111)||(part_of_inst == 7'b1100111)||(part_of_inst == 7'b1100011))
        alu_src_b = 2'b10;
      else
        alu_src_b = 2'b01;
    end
    else
      alu_src_b = 2'b01;
  end
  always @(*) begin
    if ((state == 3))
      ir_write = 1;
    else
      ir_write = 0;
  end
  always @(*) begin
    if((state == 11) && (part_of_inst != 7'b1100011))
      reg_write = 1;
    else
      reg_write = 0;
  end
  always @(*) begin
    if((part_of_inst == 7'b1100011) && (state == 6))
      pc_src = 1;
    else
      pc_src = 0;
  end
  always @(*) begin
    if(state == 6) begin
      if(part_of_inst == 7'b0110011)
        alu_op = part_of_inst;
      else if(part_of_inst == 7'b0010011)
        alu_op = part_of_inst;
      else if(part_of_inst == 7'b1100011)
        alu_op = part_of_inst;
      else 
        alu_op = 7'b1111111;  
    end
    else
      alu_op = 7'b1111111;
  end
  assign is_ecall = (part_of_inst == 7'b1110011);
endmodule
```
==> impl_metrics.env <==
# source this file to load flow results
export IMPL_grt_pass1_wl_um=2925
export IMPL_clk_latency_ns=0.24
export IMPL_dp_hpwl_um=1421
export IMPL_rr_startpoint="state[4]"
export IMPL_cts_buffers=3
export IMPL_topCellsByArea="dfxtp_1 21%, buf_4 7.9%, and3_1 5.3%"
export IMPL_grt_antenna_before_repair=0
export IMPL_ys_types=34
export IMPL_antenna_left=0
export IMPL_start_kind="input pin"
export IMPL_powerDensity_nw_per_um2=421.5
export IMPL_openroad_warnings=27
export IMPL_min_to="state[3]"
export IMPL_status="completed"
export IMPL_ff2ff_setup_slack_ns=0.22
export IMPL_cp_max_fo=4
export IMPL_edf_count=0
export IMPL_min_period_over_period_pct=98.74
export IMPL_syn_inst=60
export IMPL_grt_ovfl_total=0
export IMPL_drv_slew=0
export IMPL_vias=628
export IMPL_clock_root_buffer="clkbuf_4"
export IMPL_hold_path_startpoint="state[1]"
export IMPL_reg_top3="state (5)"
export IMPL_met3_length_um=197
export IMPL_clock_fmax_ghz=0.6330
export IMPL_ir_worst_vdd_v=0.0001638
export IMPL_setup_viol=0
export IMPL_ios=30
export IMPL_dieWidth_um=80
export IMPL_maxCapViolCount=0
export IMPL_hp_class="flop to flop"
export IMPL_ys_cells=60
export IMPL_synth_warnings=2
export IMPL_track_usage_pct=5.495
export IMPL_area_growth_pct=111.6
export IMPL_top_area_cell="dfxtp_1"
export IMPL_gp_congestion=0.8187
export IMPL_ys_chip_area_sq_um=473.0
export IMPL_fp_dieH_um=80
export IMPL_drt_pre_antenna_iters=3
export IMPL_timing_rr_end="state[3]"
export IMPL_coreArea_sq_um=3416
export IMPL_critPathArrivalTime_ns=1.26
export IMPL_async_flop_share_pct=0
export IMPL_holdPathStages=1
export IMPL_first_iter_violations=20
export IMPL_regMostFlops="state"
export IMPL_stdcell_count=156
export IMPL_crit_type="input pin to output port"
export IMPL_dp_cells=144
export IMPL_n_antenna_cell=0
export IMPL_rr_worst_depth=4
export IMPL_dr_wl_met2_um=847
export IMPL_skew_ns=0.0008976
export IMPL_top_area_share_pct=21.16
export IMPL_initCoreUtil_pct=13.85
export IMPL_worstPathRequired_ns=1.28
export IMPL_grt_pass1_vias=653
export IMPL_rows=21
export IMPL_ff_type="dfxtp_1"
export IMPL_synth_seq_share_pct=21.16
export IMPL_drc_errors=0
export IMPL_port_buffers=27
export IMPL_rsz0062_at_grt="yes"
export IMPL_drive_gt1_share_pct=55.45
export IMPL_cts_tree="done"
export IMPL_hold_slack_ns=0.4939
export IMPL_largest_reg_flops=5
export IMPL_clk_pin_slew_ns=0.04
export IMPL_cts_sinks=5
export IMPL_viasPerCell=4.026
export IMPL_tns_ns=0
export IMPL_cts_path_max_buffers=2
export IMPL_finalCriticalPeriod_ns=1.580
export IMPL_postRouteWirelength_um=1854
export IMPL_top_layer="met3"
export IMPL_syn_area_per_cell_sq_um=7.883
export IMPL_report_final_hold_viol_count=0
export IMPL_dieArea_sq_um=6400
export IMPL_routedWlPerCell_um=11.88
export IMPL_ys_ff=5
export IMPL_met1_length_um=810
export IMPL_cp_startpoint="part_of_inst[3]"
export IMPL_grt_max_degree=7
export IMPL_fin_util_pct=29.30
export IMPL_p_leak_nw=0.4546
export IMPL_power_total_mw=0.4220
export IMPL_cp_end_kind="output port"
export IMPL_syn_area_sq_um=473.0
export IMPL_h_tree_depth=1
==> worst max path at each step <==
stage	endpoint	slack, ns
after CTS	pc_write_not_cond	-0.007
after global routing	mem_to_reg	-0.04
final	mem_to_reg	0.02
==> layer usage <==
| metal | up-vias | track usage [%] |
|---|---|---|
| met4 | 0 | 0.3521 |
| met1 | 288 | 6.271 |
| met2 | 20 | 9.149 |
| met5 | - | 0 |
| met3 | 0 | 3.068 |
| li1 | 320 | - |
==> worst max-delay path, stage by stage <==
cell and delay (ns):
buf_6 0.09, and4bb_2 0.34, nand2_1 0.10, nor3b_2 0.17, dlygate4sd2_1 0.23
==> metrics by stage <==
step                      area (sq um)  setup WS, ns
after floorplan                  476.7        0.1983
after global placement           885.9       -0.6789
after detailed placement         885.9       -0.6892
after CTS                        994.7     -0.006831
after global routing              1001      -0.04216
final                             1001       0.02019
==> placed cells by master, fill, tap and decap left out, types with 3 or more instances in the layout <==
cell type and n:
buf_6 14, buf_4 14, buf_2 10, clkbuf_2 5, inv_1 4, dfxtp_1 4
and3_4 3, nor2_1 3, clkbuf_4 3, clkdlybuf4s50_1 3, clkdlybuf4s15_1 3
==> cells by family (layout without fill, tap and decap cells) <==
group / count (synthesis) / after routing / synth area share (%)
and+or+nand+nor: 27 / 27 / 37.30
AOI/OAI and AO/OA: 15 / 15 / 25.93
buffers and inverters: 11 / 60 / 12.96
DFF: 5 / 5 / 21.16
other: 1 / 2 / 0.7929
xor gates and xnor gates: 1 / 1 / 1.852
==> area by class of cell <==
| cell class | instances | area (sq um) |
|---|---|---|
| fill | 372 | 2415 |
| timing repair buffer | 52 | 441.7 |
| multi-input combinational | 45 | 359.1 |
| sequential | 5 | 101.3 |
| tap | 46 | 57.56 |
| clock buffer | 4 | 26.28 |
| inverter | 4 | 15.01 |
==> what timing repair did <==
item | CTS | global route
pin swaps | 11 | 8
resized | 89 | 15
buffers inserted | 9 | 0
hold buffers | 0 | 0
endpoints found under the setup margin | 17 | 14
==> report_power, final <==
| group | internal (mW) | switching (mW) |
|---|---|---|
| clock network | 0.0942 | 0.0510 |
| registers | 0.133 | 0.00868 |
| logic | 0.0819 | 0.0533 |
==> cells in the mapped netlist, types with 2 or more instances <==
master	n
a21o_1	2
and2_1	3
and3_1	4
and3b_1	2
buf_4	5
dfxtp_1	5
inv_1	4
nand4_1	2
nor2_1	4
nor3_1	2
nor3b_1	2
o2111ai_1	2
o211ai_1	2
