==> design.v <==
module check_time_and_coin(i_input_coin,i_select_item,clk,reset_n,wait_time,o_return_coin, i_trigger_return, current_total);
	input clk;
	input reset_n;
	input [3-1:0] i_input_coin;
	input [4-1:0]	i_select_item;
	input [32 - 1:0] current_total;
	input i_trigger_return;
	output reg  [3-1:0] o_return_coin;
	output reg [31:0] wait_time;
	reg [3-1:0] i_input_coin_prev;
	reg [4-1:0] i_select_item_prev;
	reg triggered;
	initial begin
    	o_return_coin = 3'b000;
    	wait_time = 10;
    	i_input_coin_prev = 0;
		i_select_item_prev = 0;
		triggered = 0; 
	end
	always @(posedge clk) begin
    	if(i_trigger_return) begin
			if(!triggered) begin
				wait_time <= 3;
				triggered <= 1;
			end
			else begin 
				if (wait_time > 0)
            		wait_time <= wait_time - 1;
			end
		end
		else if (!reset_n || (i_input_coin != i_input_coin_prev) || (i_select_item != i_select_item_prev)) 
        	wait_time <= 10;
    	else begin
        	if (wait_time > 0)
            	wait_time <= wait_time - 1;
    	end
    	i_input_coin_prev <= i_input_coin;
		i_select_item_prev <= i_select_item;
	end
	always @(*) begin
		if (current_total >= 1600)
			o_return_coin = 3'b111;
		else if (current_total >= 1500)
			o_return_coin = 3'b110;
		else if (current_total >= 1100)
			o_return_coin = 3'b101;
		else if (current_total >= 1000)
			o_return_coin = 3'b100;
		else if (current_total >= 600)
		    o_return_coin = 3'b011;
		else if (current_total >= 500)
		    o_return_coin = 3'b010;
		else if (current_total >= 100)
		    o_return_coin = 3'b001;
		else
		    o_return_coin = 0;
	end
endmodule 
==> run.sh <==
#!/bin/bash
# OpenROAD 26Q1-2900-gdf79404cd8, Yosys 0.63+post, stock flow scripts
make -C /OpenROAD-flow-scripts/flow DESIGN_CONFIG=/design/flow/config.mk WORK_HOME=/design/flow/orfs finish
==> config.mk <==
export PLATFORM = sky130hd
export DESIGN_NAME = check_time_and_coin
export DESIGN_NICKNAME = check_time_and_coin
export VERILOG_FILES = /design/flow/design.v
export SDC_FILE = /design/flow/constraint.sdc
export NUM_CORES = 4
export LEC_CHECK = 1
export CORE_AREA = 10 10 112 112
export DIE_AREA = 0 0 122 122
==> constraint.sdc <==
current_design check_time_and_coin

set clk_period 10.3
set clk_io_pct 0.2

create_clock -name clk0 -period $clk_period [get_ports {clk}]

set non_clock_inputs [all_inputs -no_clocks]
set_input_delay [expr $clk_period * $clk_io_pct] -clock clk0 $non_clock_inputs
set_output_delay [expr $clk_period * $clk_io_pct] -clock clk0 [all_outputs]
==> notes.org <==
#+TITLE: Physical design notes

** Detailed routing
- Wirelength per Cell :: 13.8 um
- The repair_antennas step left the layout with diodes totalling 0.
- The routed design has 6240 um of wire.
- Dividing the detail-routed via count by the number of cells gives 4.75.
- Number of DRC violations after detailed-routing iteration 0 :: 127
- Drt drc :: 0
- Pre-antenna DRT Iters :: 4
- The final route contains 2145 vias.
- Once detail routing completed, the nets flagged for antenna violations numbered 0.

** Timing
- Total negative slack :: 0 ns
- Setup violations remaining at the end of the flow were counted as 0.
- Smallest setup slack after layout :: 4.22 ns
- For reference, the final report shows the max-slew violation count at 0.
- Setup repair after global routing left no endpoint under its margin.
- Share of the cycle needed by the critical path after routing :: 59.0%
- In the final run the clock tree shows a worst skew of 0.00704 ns.
- Peak clock frequency supported by timing :: 164 MHz
- Worst hold slack after final layout :: 0.482 ns
- The max-slew check reports its worst relative slack as 37.8%.
- Total count of hold-check failures in the final report :: 0
- Tmin final :: 6.08 ns
- Slew of the pin with the lowest slew margin :: 0.931 ns

** Logic synthesis
- Area fraction of the dominant cell type after synthesis :: 36.8%
- In the synthesized netlist the dominant register cell turns out to be sky130_fd_sc_hd__dfxtp_1.
- Post-synthesis instance area :: 2120 um2
- For reference, full adder, half adder and majority cells occupy 1.18% of the area reported after synthesis.
- Mean cell area of the mapped netlist :: 8.77 um2
- The post-synth count of flops with an enable pin is 1.
- Synthesis produced a netlist whose cell count is 242.
- Per the synthesis report, the number of distinct cell types is 50.
- After Yosys synthesis, XOR and XNOR cells account for 4.95% of the synthesized area.
- Total of warnings raised by yosys :: 1
- The stat command in Yosys gives a chip area of 2120 um2.
- Of the synthesized area, sequential elements account for 38.2%.
- Cell accounting for the most synthesized area :: sky130_fd_sc_hd__dfxtp_1
- For this run the top cell type by instance count after synthesis was sky130_fd_sc_hd__dfxtp_1.
- Mux contribution to synthesized area :: 2.00%
- Among the non-sequential cells, simple AND/OR/NAND/NOR gates take the most area.
- Yosys stat counts 242 cells in the synthesized netlist.
- Per the synth log, the flip-flop and latch total comes to 40.
- Basic-gate share of the synthesized area counting and, or, nand and nor cells :: 27.4%
- Top cells by area, synth :: sky130_fd_sc_hd__dfxtp_1, sky130_fd_sc_hd__a21oi_1, sky130_fd_sc_hd__or4_1
- Of all flip-flops after synthesis, the portion carrying an async set or reset was 0%.
- List of most frequent post-synthesis cells :: sky130_fd_sc_hd__dfxtp_1, sky130_fd_sc_hd__a21oi_1, sky130_fd_sc_hd__or4_1, sky130_fd_sc_hd__nor2_1, sky130_fd_sc_hd__o31ai_1
- And-or/or-and share of the synthesized area :: 22.7%

** Floorplanning
- At the floorplan stage, the core utilization is reported as 20.8%.
- Placeable Area :: 10200 um2
- Site row count :: 37
- For this design the top-level I/O count stands at 77.
- Die height :: 122 um
- Die footprint :: 14900 um2
- Die x size :: 122 um

** Critical path
- Longest individual stage delay on the worst path :: 0.50 ns
- Cell family with the largest share of critical-path delay :: buffers and inverters
- Listed in order, past its start point the critical path passes clkdlybuf4s50_1 -> o31ai_1 -> a211oi_1 -> mux2_2 -> o311ai_0 -> nand3_1 -> clkdlybuf4s50_1.
- Among the stages of the critical path, the cell type that occurs most often is sky130_fd_sc_hd__clkdlybuf4s50_1.
- Crit Path Max Fanout :: 6
- Per the post-run analysis, buffers plus inverters along the critical path come to 2.
- Crit Path Class :: in2out
- The data arrival time reported for the critical path is 4.02 ns.
- STA classifies the critical path startpoint as a primary input.
- STA classifies the critical path endpoint as an output pin.
- Max stage delay cell, worst path :: sky130_fd_sc_hd__clkdlybuf4s50_1
- According to the timing report, the data required time at the worst endpoint equals 8.24 ns.

** Placement
- Sum of net half-perimeters after detailed placement :: 4950 um
- The placement summary gives the final routability congestion estimate as 0.818.
- Per the placement log, port buffering inserted 74 buffers.
- Worst Setup Slack post-DPL :: 4.21 ns

** Flow run
- Number of max-cap violations :: 0
- Number of warnings in the stage logs :: 28

** Layout
- Number of filler cells placed in the layout :: 1058
- Layout cells sized above 1 :: 7.59%
- Per the run report, area growth between synthesis and finish was 45.1%.
- In the final layout, the multi-input gates occupy 1240 um2.
- Sequential cell area :: 811 um2

** Clocking
- TritonCTS Buffers :: 5
- Cell resize tally after clock tree synthesis :: 0
- Number of buffers added for setup after CTS :: 0
- CTS built an H-tree with a depth of 2.
- Post-CTS clock slew at the launch and capture registers of the worst setup and hold paths :: 0.08 ns
- TritonCTS built the clock tree.
- Number of buffers inserted by hold repair at cts :: 0
- Buffer depth of the longest clock path :: 2
- Clk ins delay skew pair :: 0.29 ns
- # clock sinks :: 40
- Clock tree synthesis selected as its root buffer the cell sky130_fd_sc_hd__clkbuf_8.

** Power and ir drop
- The power report puts the leakage power at 1.05 nW.
- The worst VDD IR drop from the latest analysis is 0.0000746 V.
- In this run the power density over the cells is 132 nW/um2.

** Run status
- The run finished with clean final reports.

** GRT
- The initial antenna violation count is 0.
- Aggregate global routing overflow :: 0
- The first global-routing pass estimated 10200 um of wire.
- Total Routing Usage GR :: 8.23%
- The number of global-route vias before repair came to 1980.
- Pin count of the biggest net entering global routing :: 26

** Min path
- According to the hold report, the worst path is of the reg2reg type.
-- through the flow --
stage | cells | util, % | area, um2 | total power, mW
finish | 452 | 30.1 | 3080 | 0.408
global placement | 444 | 29.2 | 2990 | 0.302
CTS | 452 | 30.1 | 3080 | 0.414
floorplan | 242 | - | 2120 | 0.255
global route | 452 | 30.1 | 3080 | 0.436
detailed placement | 444 | 29.2 | 2990 | 0.304
-- path summary, 6_finish.rpt --
check | from | to | slack, ns | cells after the start
setup / recovery | current_total[4] | o_return_coin[0] | 4.22 | 7
hold / removal | wait_time[13]$_DFF_P_ | wait_time[13]$_DFF_P_ | 0.48 | 2
setup reg to reg | wait_time[10]$_DFF_P_ | wait_time[27]$_DFF_P_ | 7.21 | 5
hold reg to reg | wait_time[13]$_DFF_P_ | wait_time[13]$_DFF_P_ | 0.48 | 2
-- report_power, final --
group / total (mW) / switching, mW / internal, mW
Clock: 0.108 / 0.0547 / 0.0535
Combinational: 0.125 / 0.0688 / 0.0562
Sequential: 0.175 / 0.0100 / 0.165
Total: 0.408 / 0.134 / 0.275
-- routing by layer --
metal | part of all wire, % | global-route usage, % | vias up
met5 | 0 | 0 | -
met4 | 1.3 | 1.12 | 0
met3 | 4.6 | 1.64 | 7
met2 | 49 | 13.2 | 39
met1 | 45 | 11.5 | 1010
li1 | - | - | 1089
-- layout make-up --
cell class	count	area share, %
Multi-Input combinational cell	188	40.3
Sequential cell	40	26.3
Timing Repair Buffer	75	24.3
Tap cell	136	5.52
Clock buffer	6	2.68
Inverter	5	0.609
Clock inverter	2	0.325
-- cell families after synthesis --
logic type,count (synthesis)
AND/OR/NAND/NOR,96
flip-flops,40
other,1
multiplexers,4
AND-OR/OR-AND,73
adder cells (fa/ha/maj),2
buffers and inverters,14
XOR/XNOR,12
-- layout by cell type (no fill, tap or decap), types with 2 or more instances in the layout --
cell / n
sky130_fd_sc_hd__clkdlybuf4s50_1: 74
sky130_fd_sc_hd__dfxtp_1: 39
sky130_fd_sc_hd__a21oi_1: 26
sky130_fd_sc_hd__or4_1: 16
sky130_fd_sc_hd__nor2_1: 15
sky130_fd_sc_hd__o31ai_1: 15
sky130_fd_sc_hd__nor4_1: 11
sky130_fd_sc_hd__or3_1: 11
sky130_fd_sc_hd__nand3_1: 10
sky130_fd_sc_hd__xor2_1: 10
sky130_fd_sc_hd__or2_2: 8
sky130_fd_sc_hd__o21ai_0: 8
sky130_fd_sc_hd__nand2_1: 6
sky130_fd_sc_hd__clkbuf_8: 6
sky130_fd_sc_hd__inv_1: 5
sky130_fd_sc_hd__o21ai_1: 5
sky130_fd_sc_hd__nand3b_1: 5
sky130_fd_sc_hd__a31oi_1: 3
sky130_fd_sc_hd__nor3_1: 2
sky130_fd_sc_hd__nand4_1: 2
sky130_fd_sc_hd__nand2b_1: 2
sky130_fd_sc_hd__xnor2_1: 2
sky130_fd_sc_hd__mux2i_1: 2
sky130_fd_sc_hd__o211ai_1: 2
sky130_fd_sc_hd__o41ai_1: 2
sky130_fd_sc_hd__o311ai_0: 2
sky130_fd_sc_hd__a211oi_1: 2
sky130_fd_sc_hd__ha_1: 2
sky130_fd_sc_hd__clkinv_2: 2
-- flip-flops by register name, summed over array words and instances (netlist names) --
name and cells:
wait_time 32, triggered 1, i_select_item_prev 4, i_input_coin_prev 3
-- worst min-delay path: stages, from the launching register on --
cell	delay, ns
sky130_fd_sc_hd__dfxtp_1	0.32
sky130_fd_sc_hd__o41ai_1	0.06
sky130_fd_sc_hd__a21oi_1	0.06
No activity file was given, so power comes from the tool's default toggle rates.
