===== design/flow/run.sh =====
#!/bin/bash
# OpenROAD 26Q1-2900-gdf79404cd8, Yosys 0.63+post, stock flow scripts
make -C /OpenROAD-flow-scripts/flow DESIGN_CONFIG=/design/flow/config.mk WORK_HOME=/design/flow/orfs finish

===== design/flow/constraint.sdc =====
current_design ALU

set clk_period 12.6
set clk_io_pct 0.2

create_clock -name clk0 -period $clk_period

set non_clock_inputs [all_inputs -no_clocks]
set_input_delay [expr $clk_period * $clk_io_pct] -clock clk0 $non_clock_inputs
set_output_delay [expr $clk_period * $clk_io_pct] -clock clk0 [all_outputs]

===== design/flow/config.mk =====
export PLATFORM = sky130hd
export DESIGN_NAME = ALU
export DESIGN_NICKNAME = ALU
export VERILOG_FILES = /design/flow/design.v
export SDC_FILE = /design/flow/constraint.sdc
export NUM_CORES = 4
export LEC_CHECK = 1
export CORE_UTILIZATION = 40

===== design/flow/design.v =====
module ALU (
    input [3:0] alu_op,       
    input [31:0] alu_in_1,     
    input [31:0] alu_in_2,     
    output reg [31:0] alu_result,   
    output reg alu_bcond     
  ); 	
always @(*) begin
	if (alu_op == 4'b1001)
		alu_bcond = (alu_in_1 == alu_in_2);
	else if (alu_op == 4'b1010)
		alu_bcond = (alu_in_1 != alu_in_2); 
	else if (alu_op == 4'b0111)
		alu_bcond = (alu_in_1 >= alu_in_2); 
	else if (alu_op == 4'b1000)
		alu_bcond = (alu_in_1 < alu_in_2);
	else  
		alu_bcond = 0;
end
always @(*) begin
	if (alu_op == 4'b0000)
		alu_result = alu_in_1 + alu_in_2;
	else if (alu_op == 4'b0001)
		alu_result = alu_in_1 - alu_in_2; 
	else if (alu_op == 4'b0100)
		alu_result = alu_in_1 & alu_in_2;
	else if (alu_op == 4'b0101)
		alu_result = alu_in_1 | alu_in_2;
	else if (alu_op == 4'b0110)
		alu_result = alu_in_1 ^ alu_in_2;
	else if (alu_op == 4'b0010)
		alu_result = alu_in_1 << alu_in_2;
	else if (alu_op == 4'b0011)
		alu_result = alu_in_1 >> alu_in_2;  
	else
        alu_result = 0;	 	
end
endmodule

==> GITHUB_STEP_SUMMARY <==
## Synthesis and layout report

| Metric | Value |
|---|---|
| Cells resized by post-CTS repair | 0 |
| P&R area growth vs syn | 12.2% |
| Initial antenna violation count | 2 |
| Yosys cell count | 1336 |
| Drt pass-1 iters | 5 |
| Worst Hold End | alu_result[17] |
| RSZ-0062 raised after global routing | no |
| Critical path buffer and inverter count | 5 |
| Worst-margin pin slew | 900 ps |
| Int Pwr | 154 uW |
| Sequential cell area | 0 sq um |
| DRT iter0 DRCs | 931 |
| Vias | 10700 |
| Layout cells sized above 1 | 6.22% |
| Pins Over Slew Limit | 0 |
| Final ANT Viol Nets | 0 |
| Sum Neg Setup Slack | 0 ps |
| Drt via density | 6.55 |
| Routed WL | 42300 um |
| Clock Buffer Count | 0 |
| Total gr overflow | 0 |
| Residual DRC | 0 |
| Max_slew headroom | 39.8% |
| Crit path launch type | primary input |
| IO Count | 101 |
| Synth Seq Share | 0% |
| Die Width | 148 um |
| YS warnings | 1 |
| Worst path max stage delay | 540 ps |
| Worst path required time | 10080 ps |
| Num rows | 53 |
| Die Size | 22000 sq um |
| Crit path cell chain | buf_2 -> buf_4 -> inv_2 -> buf_4 -> ha_1 -> nor2_1 -> o311ai_1 -> a21oi_1 -> a21oi_1 -> o31ai_2 -> a2111oi_2 -> nor3_1 -> or4_1 -> o311ai_1 -> clkdlybuf4s50_1 |
| Cells on Worst Hold Path | 5 |
| Final Setup Violations | 0 |
| Floorplan utilization | 40.8% |
| Dpl hpwl | 32800 um |
| Sw frac | 61.3% |
| Die height | 148 um |
| Flop count | 0 |
| Hold Fails Final Rpt | 0 |
| Hold WS | 6210 ps |
| Leakage power total | 0.00399 uW |
| Maximum clock frequency | 105 MHz |
| IO Port Bufs | 101 |
| Biggest area consumer among synthesized cells | ha_1 |
| Tool warning count | 96 |
| Synth Cell Area | 8580 sq um |
| Post-synthesis cell count | 1336 |
| Max VDD drop | 22.2 uV |
| CP max-delay cell | ha_1 |
| Drt wl/cell | 26.0 um |
| Logic area | 7790 sq um |
| Largest net degree at the start of global routing | 66 |
| Crit path time final | 9480 ps |
| Family with the most delay on the worst path | AND-OR/OR-AND gates |
| Placer Congestion | 1.04 |
| Vias in the first global route | 9885 |
| Fillers | 2304 |
| Unique cell types | 74 |
| Avg Cell Area, Syn | 6.42 sq um |
| Cell area leaders | ha_1 (14%), a21oi_1 (8.5%), mux2i_1 (7.9%) |
| HP Class | primary input to output port |
| First-pass GRT wire length | 63000 um |
| Synth cell count leaders | nor2_1 (163), a21oi_1 (146), nand2_1 (111) |
| Hold_sp | alu_op[0] |
| Yosys top cell by instances | nor2_1 |
| Hold buffers post-CTS | 0 |
| Power per cell area | 41.3 nW/um^2 |
| YS chip area | 8580 sq um |
| Global Route Usage Sum | 38.6% |
| Cycle use final | 75.3% |
| CP Max Fanout | 55 |
| Worst setup EP type | output port |
| Core area | 21000 sq um |
| Critical path type | primary input to output port |
| Critical Path AT | 6960 ps |
| Status | complete, no violations |
| Maxcap violations | 0 |
| Top cell area share | 14.0% |
| Post-CTS Setup Bufs | 0 |
| NetSw | 243 uW |
[stage by stage]
step / power (uW) / area [sq um] / worst slack [ps] / utilization, % / cells
after CTS: 389 / 9620 / 3180 / 45.8 / 1625
after floorplan: 245 / 8580 / 4600 / - / 1336
after global routing: 427 / 9620 / 2870 / 45.8 / 1625
after detailed placement: 386 / 9620 / 3200 / 45.8 / 1625
final: 397 / 9630 / 3120 / 45.8 / 1626
after global placement: 389 / 9620 / 3270 / 45.8 / 1625
[worst max path at each step]
stage / endpoint / cells past startpoint / slack [ps] / start
4_1_cts: alu_bcond / 15 / 3180 / alu_in_2[2]
6_report: alu_bcond / 15 / 3120 / alu_in_2[2]
5_1_grt: alu_bcond / 15 / 2870 / alu_in_2[2]
[worst min-delay path, stage by stage]
cell and delay (ps):
buf_2 100, buf_4 300, o211ai_1 250, nand4_1 90, clkdlybuf4s50_1 420
[placed cells by master, fill, tap and decap left out, drive strengths merged, types with 6 or more instances in the layout]
cell,instances
nor2,163
a21oi,146
nand2,111
o21ai,101
ha,96
clkdlybuf4s50,95
inv,92
mux2i,68
a211oi,35
nor3,31
nand3,30
buf,28
o22ai,26
o211ai,24
mux2,23
a221oi,22
xnor2,21
nor4,16
mux4,15
o21bai,14
o21a,13
nand2b,13
and3,13
nor2b,11
or3,11
a211o,11
a21o,11
a31oi,10
a2111oi,10
nand4,8
o2111ai,6
[metal layers]
layer | global-route usage, % | share of wire (%) | vias to the layer above
met4 | 12.6 | 3.7 | 2
met2 | 59.0 | 44 | 512
met1 | 56.0 | 44 | 5095
met3 | 5.07 | 7.6 | 88
li1 | - | - | 4958
met5 | 0 | 0.031 | -
[layout make-up]
type                            count  share of cell area [%]
Multi-Input combinational cell   1135                    80.9
Tap cell                          275                    3.57
Inverter                           92                    3.59
Timing Repair Buffer              123                    11.9
Antenna cell                        1                  0.0260
[cells by family (layout without fill, tap and decap cells)]
| group | Yosys count | after routing | synth area share (%) |
|---|---|---|---|
| buf+inv | 201 | 215 | 9.26 |
| xor+xnor | 24 | 24 | 2.45 |
| mux | 106 | 106 | 14.9 |
| fa+ha+maj | 98 | 98 | 14.5 |
| simple gates | 425 | 425 | 22.6 |
| compound gates | 482 | 482 | 36.3 |
| other cells | 0 | 1 | 0 |
[power by group through the flow]
| stage | combinational [uW] | clock (uW) | sequential [uW] |
|---|---|---|---|
| 5_1_grt | 427 | 0 | 0 |
| 4_1_cts | 389 | 0 | 0 |
Power and IR drop assume default switching activity.
