**design/flow/config.mk**
```make
export PLATFORM = sky130hd
export DESIGN_NAME = alu
export DESIGN_NICKNAME = alu
export VERILOG_FILES = /design/flow/design.v
export SDC_FILE = /design/flow/constraint.sdc
export NUM_CORES = 4
export LEC_CHECK = 1
export CORE_UTILIZATION = 30
```
**design/flow/constraint.sdc**
```tcl
current_design alu

set clk_period 16.8
set clk_io_pct 0.2

create_clock -name clk0 -period $clk_period

set non_clock_inputs [all_inputs -no_clocks]
set_input_delay [expr $clk_period * $clk_io_pct] -clock clk0 $non_clock_inputs
set_output_delay [expr $clk_period * $clk_io_pct] -clock clk0 [all_outputs]
```
**design/flow/design.v**
```verilog
module alu (
    input [3:0] alu_op,       
    input [31:0] alu_in_1,     
    input [31:0] alu_in_2,     
    output reg [31:0] alu_result,   
    output reg alu_bcond     
  ); 	
always @(*) begin
	if (alu_op == 4'b1001)
		alu_bcond = (alu_in_1 == alu_in_2);
	else if (alu_op == 4'b1010)
		alu_bcond = (alu_in_1 != alu_in_2); 
	else if (alu_op == 4'b0111)
		alu_bcond = (alu_in_1 >= alu_in_2); 
	else if (alu_op == 4'b1000)
		alu_bcond = (alu_in_1 < alu_in_2);
	else  
		alu_bcond = 0;
end
always @(*) begin
	if (alu_op == 4'b0000)
		alu_result = alu_in_1 + alu_in_2;
	else if (alu_op == 4'b0001)
		alu_result = alu_in_1 - alu_in_2; 
	else if (alu_op == 4'b0100)
		alu_result = alu_in_1 & alu_in_2;
	else if (alu_op == 4'b0101)
		alu_result = alu_in_1 | alu_in_2;
	else if (alu_op == 4'b0110)
		alu_result = alu_in_1 ^ alu_in_2;
	else if (alu_op == 4'b0010)
		alu_result = alu_in_1 << alu_in_2;
	else if (alu_op == 4'b0011)
		alu_result = alu_in_1 >> alu_in_2;  
	else
        alu_result = 0;	 	
end
endmodule
```
**design/flow/run.sh**
```bash
#!/bin/bash
# OpenROAD 26Q1-2900-gdf79404cd8, Yosys 0.63+post, stock flow scripts
make -C /OpenROAD-flow-scripts/flow DESIGN_CONFIG=/design/flow/config.mk WORK_HOME=/design/flow/orfs finish
```
==> reports/metrics.csv <==
stage;metric;value;unit
timing;setup_violations;0;
worst_setup_path;timing.setup.critical_path_class;input pin to output pin;
timing;maxClockFrequency;88.6;MHz
cts;cts_setup_buffers;0;
finish;mostFrequentLayoutCell;nor2_1;
finish;drive_above_1_share;6.57;%
global_route;grt_pass1_vias;10200;
worst_setup_path;end_kind;output pin;
power_and_ir_drop;internal-power;116;uW
floorplanning;ioPinCount;101;
power_and_ir_drop;sw_frac_of_total;61.3;%
finish;fill_cells;3086;
detailed_routing;wl_per_cell;24.6;um
finish;areaGrowthSynthToFinish;14.2;%
logic_synthesis;netlist_area;8580;sq um
placement;placed_area;9790;sq um
logic_synthesis;yosysChipArea;8580;sq um
logic_synthesis;syn-mean-instance-area;6.42;sq um
power_and_ir_drop;p_per_area;30.6;nW/um^2
finish;nFlopsAndLatches;0;
worst_setup_path;timing.critical_path.arrival;7920;ps
logic_synthesis;yosysWarningCount;1;
logic_synthesis;yosysCellCount;1336;
worst_setup_path;cp_cell_sequence;buf_2 > buf_4 > inv_2 > buf_4 > ha_1 > nor2_1 > o311ai_1 > a21oi_1 > a21oi_1 > o31ai_2 > a2111oi_2 > nor3_1 > or4_1 > o311ai_1 > clkdlybuf4s50_1;
finish;most-common-layout-cells;162 x nor2_1, 146 x a21oi_1, 111 x nand2_1;
floorplanning;num_rows;61;
floorplanning;core_area;27900;sq um
logic_synthesis;synth-simple-area-share;22.6;%
detailed_routing;detail_route.first_pass.iterations;5;
timing;relSlewSlack;45.6;%
placement;placement_setup_slack;5630;ps
global_route;grtUsageTotal;29.6;%
worst_setup_path;required_time_worst_endpoint;13440;ps
timing;timing.final.crit_period;11280;ps
job;warnings;96;
timing;rsz_0062_raised_after_global_routing;false;
detailed_routing;vias;10700;
timing;layout_setup_ws;5520;ps
job;max-cap-violations;0;
timing;tightest_slew;807;ps
power_and_ir_drop;vdd.ir_drop.worst;0.0000153;V
worst_hold_path;worstHoldPathType;input pin to output pin;
worst_setup_path;max_stage_delay;550;ps
global_route;grt_antenna_before_repair;1;
detailed_routing;vias_per_instance;6.19;
global_route;grt-ovfl-total;0;
global_route;pin_count_of_the_biggest_net_entering_global_routing;65;
logic_synthesis;synth-seq-area-share;0;%
floorplanning;initial_core_util;30.7;%
worst_setup_path;crit_slowest_cell;ha_1;
placement;dp_hpwl;32700;um
logic_synthesis;synthXorXnorAreaFrac;2.45;%
cts;cts_resized;0;
finish;register_area;0;sq um
detailed_routing;initialDrtViolationCount;1228;
floorplanning;die-width;171;um
logic_synthesis;fa_ha_area_share;14.5;%
worst_setup_path;timing.critical_path.buf_inv;5;
global_route;global_route_wire_length_before_repair;64500;um
timing;sum_of_negative_setup_slack;0;ps
logic_synthesis;synth.area.mux_share;14.9;%
timing;report.final.hold_viol_count;0;
logic_synthesis;post_synth_num_cell_types;74;
timing;final_min_period_over_clock_period;67.2;%
finish;num-clock-buffers;0;
floorplanning;die_boundary_height;171;um
floorplanning;chip_area;29300;sq um
logic_synthesis;aoi_share;36.3;%
placement;gp_congestion;1.06;
finish;final_design_area_no_fill;9790;sq um
detailed_routing;totalWireLength;42600;um
worst_setup_path;family_with_the_most_delay_on_the_worst_path;AND-OR/OR-AND gates;
detailed_routing;ant_nets;0;
logic_synthesis;syn_inst;1336;
placement;buffer_ports.inserted;101;
status;run_status;finished clean;
detailed_routing;remaining_drc_errors;0;
power_and_ir_drop;switchingPower;183;uW
worst_setup_path;crit_fanout;55;
worst_setup_path;worstSetupStartpointType;input pin;
timing;final_max_slew_viol_count;0;
cts;cts_hold_buffers;0;
power_and_ir_drop;power.static_leakage;0.00401;uW
logic_synthesis;synthTopLogicFamily;AND-OR/OR-AND gates;
## metrics by stage
| stage | utilization [%] | std cells | hold WS [ps] | power [uW] |
|---|---|---|---|---|
| final | 35.1 | 1734 | 7860 | 299 |
| after global placement | 35.0 | 1733 | 7870 | 293 |
| after floorplan | - | 1336 | 6920 | 184 |
| after CTS | 35.0 | 1733 | 7860 | 293 |
| after global routing | 35.0 | 1733 | 7950 | 324 |
| after detailed placement | 35.0 | 1733 | 7840 | 291 |
## logic make-up (layout without fill, tap and decap cells)
group                      count (synthesis)  in the layout
other                                      0              1
adders and majority gates                 98             98
and+or+nand+nor                          425            425
buffers and inverters                    201            220
xor gates and xnor gates                  24             24
AOI/OAI and AO/OA                        482            482
muxes                                    106            106
## metal layers
metal	track usage (%)	vias to the layer above	share of wire, %
met5	0	-	0
li1	-	4958	-
met3	5.06	70	9.3
met4	8.23	0	3.2
met2	45.7	584	44
met1	42.2	5130	43
## worst min-delay path, stage by stage
cell and delay (ps):
buf_2 90, buf_4 260, nand2_1 110, o211ai_1 80, nand4_1 100, clkdlybuf4s50_1 470
## synthesized netlist by cell type, types with 4 or more instances
cell type  count  area share (%)
nor2_1       163             7.1
a21oi_1      146             8.5
nand2_1      111             4.9
ha_1          96              14
o21ai_0       92             5.4
inv_1         89             3.9
clkbuf_1      75             3.3
mux2i_1       68             7.9
a211oi_1      35             3.1
nor3_1        31             1.8
nand3_1       30             1.8
o22ai_1       26             1.9
o211ai_1      24             2.1
buf_2         23             1.3
mux2_2        23             3.0
a221oi_1      21             2.1
xnor2_1       21             2.1
mux4_2        15             3.9
o21bai_1      14             1.2
and3_1        13            0.95
nand2b_1      13            0.95
nor4_1        13            0.95
o21a_1        13             1.1
a211o_1       11             1.1
a21o_1        11            0.96
nor2b_1       11            0.80
or3_1         11            0.80
a31oi_1       10            0.73
buf_1          9            0.39
o21ai_1        9            0.53
a2111oi_0      8            0.82
nand4_1        7            0.51
o2111ai_1      6            0.61
a221o_1        5            0.58
a41oi_1        4            0.41
o31a_1         4            0.41
o31ai_1        4            0.35
## power by group through the flow
stage / clock (uW) / sequential (uW) / combinational (uW)
after CTS: 0 / 0 / 293
after global routing: 0 / 0 / 324
## path summary, 6_finish.rpt
check / start / end / slack [ps] / cells past startpoint
worst min-delay path: alu_op[0] / alu_result[17] / 7860 / 6
worst max-delay path: alu_in_2[2] / alu_bcond / 5520 / 15
## area by class of cell
cell class / instances / area (sq um) / area share, %
Antenna cell: 1 / 2.50 / 0.0256
Multi-Input combinational cell: 1135 / 7790 / 79.5
Tap cell: 378 / 473 / 4.83
Inverter: 92 / 345 / 3.53
Timing Repair Buffer: 128 / 1190 / 12.1
Power is estimated from default activity; no workload was simulated.
